===== flow/config.mk =====
export PLATFORM = sky130hd
export DESIGN_NAME = fsm_moore
export DESIGN_NICKNAME = fsm_moore
export VERILOG_FILES = /design/flow/design.v
export SDC_FILE = /design/flow/constraint.sdc
export NUM_CORES = 4
export LEC_CHECK = 1
export CORE_UTILIZATION = 30

===== flow/constraint.sdc =====
current_design fsm_moore

set clk_period 4.7
set clk_io_pct 0.2

create_clock -name clk0 -period $clk_period [get_ports {clk}]

set non_clock_inputs [all_inputs -no_clocks]
set_input_delay [expr $clk_period * $clk_io_pct] -clock clk0 $non_clock_inputs
set_output_delay [expr $clk_period * $clk_io_pct] -clock clk0 [all_outputs]

===== flow/design.v =====
module fsm_moore (
	input		clk,
	input		rst_btn,
	input		go_btn,
	output reg[3:0] led,
	output reg		done_sig
);
localparam STATE_IDLE		= 2'd0;
localparam STATE_COUNTING	= 2'd1;
localparam STATE_DONE		= 2'd2;
localparam MAX_CLK_COUNT	= 24'd1500000;
localparam MAX_LED_COUNT	= 4'hf;
wire rst;
wire go;
reg			div_clk;
reg	[1:0]	state;
reg [23:0]	clk_count;
assign rst = ~rst_btn;
assign go = ~go_btn;
always @ (posedge clk or posedge rst) begin
	if (rst == 1'b1) begin
		clk_count <= 24'b0;
	end else if (clk_count == MAX_CLK_COUNT) begin
		clk_count <= 24'b0;
		div_clk <= ~div_clk;
	end else begin
		clk_count <= clk_count + 1;
	end
end
always @ (posedge div_clk or posedge rst) begin
	if (rst == 1'b1) begin
		state <= STATE_IDLE;
	end else begin
		case (state)
			STATE_IDLE: begin
				if (go == 1'b1) begin
					state <= STATE_COUNTING;
				 end
			end
			STATE_COUNTING: begin
				if (led == MAX_LED_COUNT) begin
					state <= STATE_DONE;
				end
			end
			STATE_DONE: state <= STATE_IDLE;
			default: state <= STATE_IDLE;
		endcase
	end
end
always @ (posedge div_clk or posedge rst) begin
	if (rst == 1'b1) begin
		led <= 4'd0;
	end else begin
		if (state == STATE_COUNTING) begin
			led <= led + 1;
		end else begin
			led <= 4'd0;
		end
	end
end
always @ ( * ) begin
	if (state == STATE_DONE) begin
		done_sig = 1'b1;
	end else begin
		done_sig = 1'b0;
	end
end
endmodule

===== flow/run.sh =====
#!/bin/bash
# OpenROAD 26Q1-2900-gdf79404cd8, Yosys 0.63+post, stock flow scripts
make -C /OpenROAD-flow-scripts/flow DESIGN_CONFIG=/design/flow/config.mk WORK_HOME=/design/flow/orfs finish

==> Slide: Implementation Results <==
Flow Results at a Glance

GRT
  • Initial antenna violation count: 0
  • First-pass GRT wire length: around 4.6 mm
  • Tot GR Track Use: 11.08%
  • Largest net degree at the start of global routing: 33
  • Number of global-route vias before repair: between 1k and 1.5k
  • Total grt overflow: 0

Final timing
  • PnR worst setup slack: around 2700 ps
  • Unrepaired setup endpoints after global routing: no
  • Worst Max-Slew Pin Slew: between 500 and 600 ps
  • Slew Viols, Final: 0
  • Count of final setup violators: 0
  • Min Hold Slack: between 400 and 500 ps
  • Register pins left without a clock: 7
  • Slew Limit Headroom: between 60% and 70%
  • Final cycle utilization of the critical path: 41.78%
  • Clock skew: ~1.1 ps
  • Final min period: between 1500 and 2000 ps
  • Final hold viol count: 0
  • Fmax: 0.5092 GHz
  • Endpoints left unconstrained: 12
  • Setup_tns: 0 ps

Power
  • Max VDD drop: ~0.19 mV
  • PwrDens: 204.8 nW/um2
  • Static leakage: approximately 0.73 nW

Yosys
  • Main flop type: dfrtp_1
  • Async S/R FF share, synth: between 90% and 100%
  • Post-synth top area share: 49.96%
  • Basic Gates by Area: around 24%
  • YS chip area: 1503 um2
  • Synthesized area: 1503 um2
  • Top cells by area: dfrtp_1, xnor2_1, xor2_1, nor2_1, nand4_1
  • Ys Warns: 1
  • Ao+oa area frac: 4.080%
  • Synth top cells by count: dfrtp_1, nor2_1, xnor2_1
  • Seq cells post-synth: 32
  • Mux frac, synth: 0%
  • Main logic family: simple AND/OR/NAND/NOR gates
  • Post-synth EDFFs: 1
  • Most frequent cell after synthesis: dfrtp_1
  • Syn avg cell area: approximately 10 um2
  • Syn Inst Count: approximately 140
  • Seq share, synth: 53.71%
  • # Cells Yosys: about 140
  • Yosys adder share: under 10%
  • Synth area leader: dfrtp_1
  • Unique masters post-synth: 32
  • Xor+xnor area frac: a little under an eighth

Placement
  • Gpl congestion: 0.7917
  • Detailed Place HPWL: 1.803 mm
  • Placed cell areas: 1658 um2
  • Dpl cells: ~220
  • Worst slack at placement: 2415 ps
  • Port bufs: 7

Job
  • Tool warnings: 26
  • Max-cap check violation count: 0

CTS
  • CTS root buf: clkbuf_8
  • Clock tree buffer depth: 2
  • Post-cts resize count: 0
  • Hold_buf cts: 0
  • Clk latency late pin: 260 ps
  • CTS buffer count: 3
  • Reg clk slew, reported paths: 90 ps
  • Post-CTS setup buffer count: 0
  • H-tree depth: 1
  • CTS tree: yes

Floorplanning
  • Row count: 25
  • Die Size: ~5300 um2
  • Die span in x: between 70 and 80 um
  • DIE HEIGHT: around 73 um
  • Init Core Util: 31.40%
  • Core ar.: 4786 um2
  • Io pins: 8

Final layout
  • Share of layout cells above drive strength 1: around 8.4%
  • P&R area growth vs syn: 13.41%
  • Post-Layout Cell Count: approximately 220
  • Layout Cell Area excl Fill: 1704 um2

Detailed routing
  • Wire length per cell: between 10 and 15 um
  • Antenna diodes: 0
  • Antenna Violating Nets Remaining: 0
  • Final wirelength: roughly 2.5 mm
  • Via count: between 1k and 1.5k
  • Drt first-iter violations: roughly 59
  • Remaining DRCs: 0
  • DR pass1 iterations: 4
  • Via density: between 4 and 5

Run status
  • Run status: completed

Critical path
  • CP arrival: roughly 2000 ps
  • Startpoint types: input port
  • Req. time, crit path: 4690 ps
  • Worst Setup End Kind: flip-flop
  • Crit-path max FO: 32
  • Crit Path Class: in2reg

Hold path
  • Hold Path Class: reg2reg
layout by cell type (no fill, tap or decap), drive strengths merged, types with 2 or more instances in the layout:
master / count
buf: 2
or4: 3
a21oi: 4
nand4: 8
nand3: 10
dfrtp: 30
o21ai: 2
xor2: 9
ha: 3
clkdlybuf4s50: 7
o31ai: 2
xnor2: 11
inv: 9
nand2: 8
nor4b: 3
nor4: 6
clkbuf: 3
and2: 2
nor3: 4
nor2: 17
final cells by class:
cell class | instances | area (um2)
fillers | 496 | 3082
repair buffers | 9 | 85.08
clock inverters | 1 | 5.005
clock buffers | 3 | 41.29
flip-flops and latches | 32 | 807.0
well taps | 67 | 83.83
inverters | 9 | 33.78
multi-input cells | 100 | 648.1
power by group:
| group | internal [mW] | switching (mW) |
|---|---|---|
| clock network | 0.0592 | 0.0667 |
| registers | 0.216 | 0 |
| logic | 0.00201 | 0.00518 |
| total | 0.277 | 0.0719 |
cells by family (layout without fill, tap and decap cells):
logic type / after synthesis / after routing
AND-OR/OR-AND: 10 / 10
XOR/XNOR: 20 / 20
adder cells (fa/ha/maj): 3 / 3
buffers and inverters: 12 / 22
flip-flops: 32 / 32
AND/OR/NAND/NOR: 67 / 67
per-layer routing:
layer | wire (um) | GRT usage (%)
met5 | 0 | 0
met4 | 14 | 0.4357
met3 | 86 | 1.961
met2 | 1135 | 18.17
met1 | 1275 | 16.67
critical path: stages:
cell	delay, ps
clkdlybuf4s50_1	460
buf_4	350
and2_1	200
path summary, 6_finish.rpt:
path | startpoint | endpoint | slack [ps] | cells past startpoint
worst max-delay path | rst_btn | div_clk$_DFFE_PP_ | 2740 | 3
worst min register to register | clk_count[23]$_DFF_PN0_ | clk_count[23]$_DFF_PN0_ | 470 | 1
worst min-delay path | clk_count[23]$_DFF_PN0_ | clk_count[23]$_DFF_PN0_ | 470 | 1
min in group asynchronous | rst_btn | clk_count[17]$_DFF_PN0_ | 1070 | 2
max in group asynchronous | rst_btn | clk_count[6]$_DFF_PN0_ | 3360 | 2
worst max register to register | clk_count[0]$_DFF_PN0_ | clk_count[18]$_DFF_PN0_ | 2770 | 5
state kept, by name, summed over array words and instances (netlist names):
| name | flops |
|---|---|
| state | 3 |
| led | 4 |
| div_clk | 1 |
| clk_count | 24 |
metrics by stage:
stage	util, %	power (mW)
2_1_floorplan	-	0.2203
3_3_place_gp	34.64	0.2281
3_5_place_dp	34.64	0.2281
4_1_cts	35.61	0.3552
5_1_grt	35.61	0.3674
6_report	35.61	0.3491
Power figures rest on the tool's default switching activity, not on a simulated workload.
