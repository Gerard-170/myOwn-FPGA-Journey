**run.sh**
```bash
#!/bin/bash
# OpenROAD 26Q1-2900-gdf79404cd8, Yosys 0.63+post, stock flow scripts
make -C /OpenROAD-flow-scripts/flow DESIGN_CONFIG=/design/flow/config.mk WORK_HOME=/design/flow/orfs finish
```
**config.mk**
```make
export PLATFORM = sky130hd
export DESIGN_NAME = button_counter
export DESIGN_NICKNAME = button_counter
export VERILOG_FILES = /design/flow/design.v
export SDC_FILE = /design/flow/constraint.sdc
export NUM_CORES = 4
export LEC_CHECK = 1
export CORE_AREA = 10 10 92 92
export DIE_AREA = 0 0 102 102
```
**constraint.sdc**
```tcl
current_design button_counter

set clk_period 4.1
set clk_io_pct 0.2

create_clock -name clk0 -period $clk_period [get_ports {clk}]

set non_clock_inputs [all_inputs -no_clocks]
set_input_delay [expr $clk_period * $clk_io_pct] -clock clk0 $non_clock_inputs
set_output_delay [expr $clk_period * $clk_io_pct] -clock clk0 [all_outputs]
```
**design.v**
```verilog
module clock_divider(
	input m_clock,
	input rst_button,
	output reg o_clock
);
	wire rst;
	reg [23:0] q;
	assign rst = ~rst_button;
	always @ (posedge m_clock) begin
		if (rst == 1'b1) begin
			q <= 24'b0;
			o_clock <= 1'b0;
		end else begin
			q <= q + 1'b1;
			if (q == 24'b010110111000110110000000 || q == 24'b0) begin
				o_clock <= ~o_clock;
			end
		end
	end
endmodule
module button_counter(
	input		[1:0]	button,
	input	clk,
	output	reg	[3:0]	led
);
	wire current_clock;
	wire m_reset;
	assign m_reset = ~button[0];
	clock_divider clk1 (.m_clock(clk), .rst_button(button[0]), .o_clock(current_clock));
	always @ (posedge current_clock or posedge m_reset) begin 
		if (m_reset == 1'b1) begin
			led <= 4'b0000;
		end else begin
			led <= led + 1'b1;
		end
	end
endmodule
```
==> CHANGELOG.md <==
### Changed

- # Cells Yosys: 150
- Max-slew headroom: 0.549
- Count of unclocked register or latch pins: 4
- Kind of cell adding the most delay to the critical path: buffers and inverters
- DR DRC count: 0
- Max_cap viols: 0
- Synth area leader: dfxtp_1
- Late-Pin Clk Latency: 0.27 ns
- I/O Buffers: 5
- Worst min path class: register to register
- Crit path DRT: 4.24 ns
- Net Switching: 95.8 µW
- H-tree levels: 1
- Cell Type Count: 29
- Hold buffer count at cts: 0
- Number of post-CTS setup repair buffers: 0
- Critical path capture point type: register
- Crit path buf inv count: 2
- Inserted Diodes: 0
- Total negative slack: 0 ns
- Met2 Use GR: 0.0810
- Final Cycle Share: 0.486
- Clock Power Share: 0.351
- Final ANT Viol Nets: 0
- CTS root buffer: clkbuf_8
- Fraction of layout cells with a size suffix above 1: 0.0523
- Crit path kind: primary input to register
- HPWL after detailed placement: 1820 µm
- Synth-to-Final Area Change: 12.0%
- Max rail drop VDD: 0.000179 V
- Met1 Track Usage GR: 0.0759
- CP max stage delay: 0.60 ns
- Fp_density: 0.212
- Post-Syn Area per Cell: 9.12 µm²
- Largest net degree at the start of global routing: 23
- RSZ-0062 raised after global routing: false
- Die Area: 0.0104 mm²
- GRT met3 Usage: 0.00682
- Via/cell ratio: 4.63
- LEAKAGE: 0.000529 µW
- Endpoints left unconstrained: 8
- Vias: 1064
- Post-Syn Instances: 150
- Final Hold Vio Count: 0
- Worst path cell trace: clkdlybuf4s50_1, inv_1, nor2_1
- Flop pwr share: 0.609
- Routability cong.: 0.811
- Tool warnings: 27
- # fillers: 709
- Worst Path Arrival: 2.13 ns
- Ports: 7
- CTS tree: yes
- Die width: 102 µm
- Overall Global Routing Usage: 0.0513
- Pins Over Slew Limit: 0
- Initial antenna violation count: 0
- Most frequent logic cell in the layout: dfxtp_1
- Pwr dens: 278 mW/mm²
- YS chip area: 0.00137 mm²
- WL per Instance: 11.2 µm
- Hold_ws: 0.489 ns
- Die height: 102 µm
- Clk buf depth: 2
- Vias in the first global route: 1001
- Int Power: 330 µW
- CTS clk-pin slew, worst paths: 0.09 ns
- Status: finished clean
- Yosys reg bits: 29
- Row count: 29
- Top Usage Layer GRT: met2
- CP startpoint kind: primary input
- Critical Path Fanout Max: 22
- Actual slew at the worst max-slew pin: 0.676 ns
- Slowest CP cell: inv_1
- Ys Warns: 2
- Sequential fraction of the synthesis area: 0.439
- First-pass GRT wire length: 4620 µm
- Sw Ratio: 0.225
- DR pass1 iterations: 4
- Main area contributors: dfxtp_1 37%, dfrtp_1 7.3%, xor2_1 7.0%
- Top Layout Cells: 25 x dfxtp_1, 13 x nor2_1, 11 x nand3_1, 11 x xor2_1, 11 x a21oi_1
- Post-route minimum period: 1.99 ns
- Gate power share: 0.039
- Post-CTS sizing: 0
- Total wire length: 2570 µm
- Top area contributor share: 0.366
- CTS buffer count: 3
- Final setup violation count: 0
- Final setup skew: 0.00143 ns
- Core Footprint: 0.00646 mm²
- Initial DRC Count: 42
- Max Clk Rate: 502 MHz
- Overflow after GRT: 0
- Mapped Area: 0.00137 mm²
-- area by class of cell --
class | count | area, µm² | area share
inverter | 5 | 18.8 | 0.0123
timing repair buffer | 5 | 50.0 | 0.0327
clock inverter | 1 | 7.51 | 0.00490
sequential | 29 | 601 | 0.392
tap | 77 | 96.3 | 0.0629
clock buffer | 3 | 41.3 | 0.0270
multi-input combinational | 110 | 717 | 0.468
-- state kept, by name, indices dropped and copies added, names as in the netlist --
| register | flops |
|---|---|
| led | 4 |
| clk1.q | 24 |
| clk1.o_clock | 1 |
-- worst min-delay path: cells and delay by family, from the launching register on --
family | cells | cell delay [ns]
flip-flops | 1 | 0.33
AND/OR/NAND/NOR | 1 | 0.06
multiplexers | 1 | 0.06
-- per-stage QoR --
step / instance area [µm²] / util / setup WS [ns] / instances / power [µW]
floorplan: 1370 / - / 2.46 / 150 / 276
global placement: 1480 / 0.230 / 1.80 / 226 / 281
detailed placement: 1480 / 0.230 / 1.77 / 226 / 282
CTS: 1530 / 0.237 / 2.07 / 230 / 431
global route: 1530 / 0.237 / 1.93 / 230 / 444
finish: 1530 / 0.237 / 2.11 / 230 / 426
-- cells in the mapped netlist --
cell and count:
or3_1 3, and4_2 1, or4_1 7, nor4_1 5, nand3_1 11, xor2_1 11, and2_1 4, nor4bb_1 1
inv_1 5, mux2i_1 2, and3_1 2, buf_2 1, dfxtp_1 25, nor2_1 13, and4_4 1, nand2_1 9
nand4_1 7, ha_1 3, and4_1 3, dfrtp_1 4, clkbuf_1 3, o21ai_0 4, o31ai_1 6, nand2b_1 2
nand4_4 1, nor4_2 1, xnor2_1 2, a21oi_1 11, buf_4 2
-- path summary, 6_finish.rpt --
path | startpoint | to | slack [ns] | cells past startpoint
worst max-delay path | button[0] | clk1.q[8] | 2.11 | 3
worst min-delay path | clk1.q[23] | clk1.q[23] | 0.49 | 2
worst max register to register | clk1.q[0] | clk1.q[22] | 2.11 | 5
worst min register to register | clk1.q[23] | clk1.q[23] | 0.49 | 2
-- power groups by stage --
stage         registers [µW]  logic, µW  clock network, µW
CTS                      259       17.3                154
global route             261       19.1                164
finish                   259       16.7                150
-- routing by layer --
| metal | share of wire | vias up | routed length, µm |
|---|---|---|---|
| met2 | 0.43 | 13 | 1110 |
| li1 | - | 556 | - |
| met5 | 0 | - | 0 |
| met3 | 0.025 | 0 | 63 |
| met4 | 0 | 0 | 0 |
| met1 | 0.54 | 495 | 1390 |
-- logic make-up (layout without fill, tap and decap cells) --
kind of cell	count (synthesis)	after routing	share of synthesized area
buf+inv	11	14	0.0366
mux	2	2	0.0146
simple gates	71	71	0.311
fa+ha+maj	3	3	0.0275
compound gates	21	21	0.0878
flops	29	29	0.439
xor+xnor	13	13	0.0833
Power is estimated from default activity; no workload was simulated.
