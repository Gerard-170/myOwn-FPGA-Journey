File: design/flow/design.v
module fsm_mealy (
	input		clk,
	input		rst_btn,
	input		go_btn,
	output reg[3:0] led,
	output reg		done_sig
);
localparam STATE_IDLE		= 1'd0;
localparam STATE_COUNTING	= 1'd1;
localparam MAX_CLK_COUNT	= 24'd1500000;
localparam MAX_LED_COUNT	= 4'hf;
wire rst;
wire go;
reg			div_clk;
reg	[1:0]	state;
reg [23:0]	clk_count;
assign rst = ~rst_btn;
assign go = ~go_btn;
always @ (posedge clk or posedge rst) begin
	if (rst == 1'b1) begin
		clk_count <= 24'b0;
	end else if (clk_count == MAX_CLK_COUNT) begin
		clk_count <= 24'b0;
		div_clk <= ~div_clk;
	end else begin
		clk_count <= clk_count + 1;
	end
end
always @ (posedge div_clk or posedge rst) begin
	if (rst == 1'b1) begin
		state <= STATE_IDLE;
	end else begin
		case (state)
			STATE_IDLE: begin
			done_sig <= 1'b0;
				if (go == 1'b1) begin
					state <= STATE_COUNTING;
				 end
			end
			STATE_COUNTING: begin
				if (led == MAX_LED_COUNT) begin
					done_sig <= 1'b1;
					state <= STATE_IDLE;
				end
			end
			default: state <= STATE_IDLE;
		endcase
	end
end
always @ (posedge div_clk or posedge rst) begin
	if (rst == 1'b1) begin
		led <= 4'd0;
	end else begin
		if (state == STATE_COUNTING) begin
			led <= led + 1;
		end else begin
			led <= 4'd0;
		end
	end
end
endmodule
File: design/flow/run.sh
#!/bin/bash
# OpenROAD 26Q1-2900-gdf79404cd8, Yosys 0.63+post, stock flow scripts
make -C /OpenROAD-flow-scripts/flow DESIGN_CONFIG=/design/flow/config.mk WORK_HOME=/design/flow/orfs finish
File: design/flow/config.mk
export PLATFORM = sky130hd
export DESIGN_NAME = fsm_mealy
export DESIGN_NICKNAME = fsm_mealy
export VERILOG_FILES = /design/flow/design.v
export SDC_FILE = /design/flow/constraint.sdc
export NUM_CORES = 4
export LEC_CHECK = 1
export CORE_UTILIZATION = 30
File: design/flow/constraint.sdc
current_design fsm_mealy

set clk_period 4.8
set clk_io_pct 0.2

create_clock -name clk0 -period $clk_period [get_ports {clk}]

set non_clock_inputs [all_inputs -no_clocks]
set_input_delay [expr $clk_period * $clk_io_pct] -clock clk0 $non_clock_inputs
set_output_delay [expr $clk_period * $clk_io_pct] -clock clk0 [all_outputs]
==> reports/results.txt <==
Slew @ Worst Pin - 0.7656 ns
Fin Setup TNS - 0 ns
pin count of the biggest net entering global routing - 33
CTS max path bufs - 2
Max-slew headroom - 48.53%
Cell variety after synth - 28
top-count cell post-synth - dfrtp_1
Residual DRC - 0
clock-pin transition on the worst setup and hold timing paths - 0.09 ns
drt total wl - 2.767 mm
register pins left without a clock - 7
I/O Buffers - 7
async set-reset flop share out of synthesis - 93.75%
final clock skew - 0.009600 ns
Root Driver - clkbuf_8
PwrDens - 194.5 nW/um^2
area share, top type - 46.40%
area leader, netlist - dfrtp_1
crit path DRT - 4.79 ns
post-synthesis cell count - 147
Place WS - 2.507 ns
dpl cells - 223
final std cells w/o fill - 227
CTS buffer count - 3
antenna-violating nets left - 0
Finished Core Util - 36.51%
final count of pins violating max slew - 0
startpoint types - register
Mean Syn Cell Area - 10.64 sq um
routed wire length per instance - 12.19 um
drt first pass iters - 4
Max VDD drop - 0.0001245 V
H-Tree Depth - 1
hpwl dp - 1.931 mm
final hold vios - 0
first-pass GRT wire length - 4.774 mm
area of the mapped netlist - 1564 sq um
Dominant Register Cell - dfrtp_1
Worst-Skew Late Latency - 0.27 ns
status - complete, no violations
cells resized by post-CTS repair - 0
Synth flops - 32
Rows - 25
Cell area leaders - dfrtp_1, xnor2_1, nand3_1, edfxtp_1, nand4_1
vias in the first global route - 969
Post-synth EDFFs - 2
Data arrival, critical path - 2.18 ns
post-CTS setup buffer count - 0
Hold Crit Class - reg2reg
Total GRT Usage - 11.48%
Initial DRC Count - 62
Setup WS post-layout - 2.606 ns
Routability Congestion - 0.7784
Setup crit end kind - register
number of unconstrained endpoints - 13
area delta synth->final - 13.92%
Vias/cell - 4.656
Setup Viol. Count Final - 0
Fin Hold WS - 0.5138 ns
critical path type - reg2reg
Die W - 74.21 um
initial antenna violation count - 0
CTS tree - done
FMAX - 0.4559 GHz
Lkg Pwr - 0.7094 nW
fillers - 492
max cap viols - 0
total gr overflow - 0
Reg2Reg Setup Slack - 2.61 ns
hold_buf cts - 0
synthesis area per yosys - 1564 sq um
total number of vias - 1,057
Diodes inserted - 0
share of cells above drive strength 1 - 7.500%
Starting Density - 32.05%
fin crit share - 45.70%
io pins - 8
Seq share, synth - 51.92%
Tmin final - 2.194 ns
yosys warns - 1
yosys cell count - 147
top cells by count, synth - dfrtp_1, nand3_1, xnor2_1, nor2_1, nand2_1
tool warnings - 26
Max Fanout on Critical Path - 10
Core Area - 4880 sq um
RSZ-0062 raised after global routing - false
Die H - 74.21 um
Die ar. - 5506 sq um
## power by group
part / leakage [nW] / internal, mW / switching [mW]
registers: 0.418 / 0.211 / 0
logic: 0.269 / 0.00197 / 0.00501
clock network: 0.0217 / 0.0588 / 0.0692
## registers in the layout, indices dropped and copies added, names as in the netlist
signal / flops
state: 2
div_clk: 1
led: 4
clk_count: 24
done_sig: 1
## final timing paths
| kind | endpoint | cells after the start | startpoint |
|---|---|---|---|
| worst max-delay path | div_clk | 6 | clk_count[0] |
| worst min-delay path | clk_count[15] | 1 | clk_count[15] |
| worst max register to register | div_clk | 6 | clk_count[0] |
| worst min register to register | clk_count[15] | 1 | clk_count[15] |
| max in group asynchronous | clk_count[17] | 2 | rst_btn |
| min in group asynchronous | clk_count[9] | 2 | rst_btn |
## cells in the final DEF, fill, tap and decap left out, types with 6 or more instances in the layout
cell type and instances:
and2_1 6, clkdlybuf4s50_1 7, dfrtp_1 29, inv_1 6
nand2_1 9, nand3_1 16, nand4_1 8, nor2_1 11
o21ai_0 7, xnor2_1 16
## kinds of logic after synthesis
group | share of synthesized area (%)
compound gates | 3.440
xor+xnor | 10.08
fa+ha+maj | 2.400
buf+inv | 1.440
flops | 51.92
mux | 2.560
simple gates | 28.16
## stage by stage
step / cell area (sq um) / power [mW]
2_1_floorplan: 1564 / 0.2158
3_3_place_gp: 1733 / 0.2232
3_5_place_dp: 1733 / 0.2233
4_1_cts: 1782 / 0.3523
5_1_grt: 1782 / 0.3625
6_report: 1782 / 0.3465
## critical path: stages, from the launching register on
cell and delay, ns:
dfrtp_1 0.44, inv_1 0.09, ha_1 0.17, nor4bb_1 0.34, nand3_1 0.12, nor2_1 0.53, and2_1 0.22
## routing by layer
metal | part of all wire [%] | global-route usage [%]
met1 | 53 | 19.05
met2 | 41 | 16.46
met3 | 4.9 | 2.610
met4 | 0.51 | 0.6410
met5 | 0 | 0
## layout make-up
type / count / area [sq um] / share of cell area, %
clock buffer: 3 / 41.29 / 2.317
clock inverter: 1 / 7.507 / 0.4213
inverter: 6 / 22.52 / 1.264
multi-input combinational: 109 / 729.5 / 40.94
sequential: 32 / 812.0 / 45.58
tap: 67 / 83.83 / 4.705
timing repair buffer: 9 / 85.08 / 4.775
Power figures rest on the tool's default switching activity, not on a simulated workload.
